==> design/flow/design.v <==
`default_nettype none
module top (
  input  logic hz100, reset,
  input  logic [20:0] pb,
  output logic [7:0] left, right,
         ss7, ss6, ss5, ss4, ss3, ss2, ss1, ss0,
  output logic red, green, blue,
  output logic [7:0] txdata,
  input  logic [7:0] rxdata,
  output logic txclk, rxclk,
  input  logic txready, rxready
);
    mod5fsmEn fsm (
        .clk(pb[3]),
        .reset(pb[2]),
        .en(pb[1]),
        .x(pb[0]),
        .mod(right[3:0])
    );
endmodule
module finalModuloDesign (
    input logic clk,            
    input logic reset,          
    input logic Start,          
    input logic [7:0] dataIn,   
    output logic [3:0] mod,     
    output logic Done,          
    output logic [7:0] Q,       
    output logic serialOut,     
    output logic [3:0] state    
);
    logic Load, Enable;
    loadShiftEn8 shiftRegister (
        .clk(clk),
        .reset(reset),
        .dataIn(dataIn),
        .load(Load),
        .en(Enable),
        .Q(Q),
        .serialOut(serialOut)
    );
    mod5fsmEn mod5 (
        .clk(clk),
        .reset(reset),
        .en(Enable),
        .x(serialOut),   
        .mod(mod)
    );
    timerLoadShiftDone controller (
        .clk(clk),
        .reset(reset),
        .Start(Start),
        .Load(Load),
        .Enable(Enable),
        .Done(Done),
        .Q(state)   
    );
endmodule
module mod5fsmEn (
    input logic clk,
    input logic reset,
    input logic en,
    input logic x,
    output logic [3:0] mod
);
    typedef enum logic [2:0] {mod0 = 3'b000, mod1 = 3'b001, mod2 = 3'b010, mod3 = 3'b011, mod4 = 3'b100} state_t;
    state_t Q, nextQ;
    always_ff @(posedge clk or posedge reset) begin
        if (reset)
            Q <= mod0;
        else if (en)
            Q <= nextQ;
    end
    always_comb begin
        case (Q)
            mod0: nextQ = (x == 1) ? mod1 : mod0;
            mod1: nextQ = (x == 1) ? mod3 : mod2;
            mod2: nextQ = (x == 1) ? mod0 : mod4;
            mod3: nextQ = (x == 1) ? mod2 : mod1;
            mod4: nextQ = (x == 1) ? mod4 : mod3;
            default: nextQ = mod0;
        endcase
    end
    assign mod = {1'b0, Q}; 
endmodule
module loadShiftEn8 (
    input logic clk,
    input logic reset,
    input logic [7:0] dataIn,
    input logic load,
    input logic en,
    output logic [7:0] Q,
    output logic serialOut
);
    always_ff @(posedge clk or posedge reset) begin
        if (reset)
            Q <= 8'b0;
        else if (load)
            Q <= dataIn;
        else if (en)
            Q <= {Q[6:0], 1'b0};
    end
    assign serialOut = Q[7];
endmodule
module timerLoadShiftDone (
    input logic clk,
    input logic reset,
    input logic Start,
    output logic Load,
    output logic Enable,
    output logic Done,
    output logic [3:0] Q
);
    typedef enum logic [3:0] {IDLE = 4'd0, LOAD = 4'd1, SHIFT = 4'd2, DONE = 4'd9} state_t;
    state_t state, nextState;
    always_ff @(posedge clk or posedge reset) begin
        if (reset)
            state <= IDLE;
        else
            state <= nextState;
    end
    always_comb begin
        case (state)
            IDLE: nextState = Start ? LOAD : IDLE;
            LOAD: nextState = SHIFT;
            SHIFT: nextState = (Q == 4'd8) ? DONE : SHIFT;
            DONE: nextState = IDLE;
            default: nextState = IDLE;
        endcase
    end
    always_comb begin
        Load = (state == LOAD);
        Enable = (state == SHIFT);
        Done = (state == DONE);
    end
    always_ff @(posedge clk or posedge reset) begin
        if (reset)
            Q <= 4'd0;
        else if (Enable)
            Q <= Q + 1;
    end
endmodule
==> design/flow/run.sh <==
#!/bin/bash
# OpenROAD 26Q1-2900-gdf79404cd8, Yosys 0.63+post, stock flow scripts
make -C /OpenROAD-flow-scripts/flow DESIGN_CONFIG=/design/flow/config.mk WORK_HOME=/design/flow/orfs finish
==> design/flow/config.mk <==
export PLATFORM = sky130hd
export DESIGN_NAME = finalModuloDesign
export DESIGN_NICKNAME = finalModuloDesign
export VERILOG_FILES = /design/flow/design.v
export SDC_FILE = /design/flow/constraint.sdc
export NUM_CORES = 4
export LEC_CHECK = 1
export CORE_AREA = 10 10 91 91
export DIE_AREA = 0 0 101 101
==> design/flow/constraint.sdc <==
current_design finalModuloDesign

set clk_period 1.8
set clk_io_pct 0.2

create_clock -name clk0 -period $clk_period [get_ports {clk}]

set non_clock_inputs [all_inputs -no_clocks]
set_input_delay [expr $clk_period * $clk_io_pct] -clock clk0 $non_clock_inputs
set_output_delay [expr $clk_period * $clk_io_pct] -clock clk0 [all_outputs]
==> Implementation_results.wiki <==
== Metrics ==
{| class="wikitable"
! Metric !! Value
|-
| Outcome || finished clean
|-
| Post-CTS Repair Setup Buffers || 0
|-
| Slowest cell on the critical path || sky130_fd_sc_hd__clkdlybuf4s50_1
|-
| Top-Level Pins || 29
|-
| Class of the most critical hold timing path || input pin to asynchronous set/reset pin
|-
| Worst Setup End Kind || primary output
|-
| Max stage delay on crit path || roughly 520 ps
|-
| Mapped cell area || slightly below 900 um^2
|-
| Logic cell area || approximately 340 um^2
|-
| Leading cell types in the layout, fill and taps excluded || sky130_fd_sc_hd__clkdlybuf4s50_1 (27), sky130_fd_sc_hd__dfrtp_1 (18), sky130_fd_sc_hd__nand2_1 (11)
|-
| Type of element launching the critical path || register
|-
| Post-cts resize count || 0
|-
| DRC errors left || 0
|-
| Number of fill cells in the layout || between 600 and 700
|-
| Number of logged tool warnings || 26
|-
| Clock Latency Late Sink || about 250 ps
|-
| CP Data Required Time || between 1000 and 1500 ps
|-
| Flop area || between 400 and 500 um^2
|-
| Count of synthesis-stage warnings from yosys || 3
|-
| Worst-path clk slew || ~70 ps
|-
| Maximum resistive drop on vdd || around 0.00026 V
|-
| Main area contributors || sky130_fd_sc_hd__dfrtp_1 (50%), sky130_fd_sc_hd__mux2i_1 (7.8%), sky130_fd_sc_hd__o21ai_0 (5.0%)
|-
| Worst Setup Slack, final || 200.6 ps
|-
| Setup Total Neg Slack || 0 ps
|-
| Count of buffers from port buffering || 27
|-
| Number of slew-limit violations in the final report || 0
|-
| Count of standard-cell rows || 29
|-
| Logic depth of the worst setup path including buffers || 1
|-
| Type of the setup path with the least slack || register to primary output
|-
| Cell type with the highest aggregate area in the netlist || sky130_fd_sc_hd__dfrtp_1
|-
| Crit path cell chain || clkdlybuf4s50_1
|-
| Number of cells in Yosys stat || ~83
|-
| Unique cell type count in the Yosys netlist || 26
|-
| Layout cells sized above 1 || under 10%
|-
| Number of global-route vias before repair || ~680
|-
| DIE HEIGHT || around 100 um
|-
| Worst r2r path cells || 4
|-
| Antenna cells || 0
|-
| Post-Synthesis Cells || 83
|-
| Number of detailed-route iterations in the first pass || 2
|-
| Clock tree from TritonCTS || yes
|-
| Starting Density || about 14%
|-
| Post-layout period usage || ~90%
|-
| Post-route clock skew || between 1 and 1.5 ps
|-
| Width of the die || between 100 and 150 um
|-
| Most frequent standard cell in the layout excluding fill and tap cells || sky130_fd_sc_hd__clkdlybuf4s50_1
|-
| Shortest clock period the worst path allows after layout || between 1500 and 2000 ps
|-
| Top cell family by delay on the critical path || buffers and inverters
|-
| RSZ-0062 raised after global routing || false
|-
| Buffers and inverters on the worst path || 1
|-
| Number of setup violations in the final report || 0
|-
| Fin. Hold Viols || 0
|-
| Via count || about 630
|-
| Core ar. || 0.006350 mm^2
|-
| Registers, synthesis || 19
|-
| CP max FO || 8
|-
| Die Size || ~0.010 mm^2
|-
| Chip area from the yosys synthesis statistics || slightly below 900 um^2
|-
| DRT antenna net count || 0
|-
| Highest clock frequency the design can meet || between 0.6 and 0.7 GHz
|-
| Total congestion overflow || 0
|-
| TritonCTS buffer count || 3
|-
| Share of flip-flops with an asynchronous set or reset after synthesis || approximately 100%
|-
| Initial DRC Count || 29
|-
| Leakage power figure || about 0.52 nW
|-
| Global-route usage over all layers || 4.209%
|-
| Initial antenna violation count || 0
|-
| Root buffer cell || sky130_fd_sc_hd__clkbuf_8
|-
| HPWL Detailed || 1695 um
|-
| Area share, top type || 50.35%
|-
| MaxCap Viol Count || 0
|-
| Number of H-tree levels || 1
|-
| Total power per unit cell area || about 590 mW/mm^2
|-
| Via-per-instance ratio || 3.354
|-
| Routed len/inst || 11.31 um
|-
| Worst endpoint data arrival time || between 1000 and 1500 ps
|-
| Mean Syn Cell Area || 10.78 um^2
|-
| Main flop type || sky130_fd_sc_hd__dfrtp_1
|-
| Pin count of the biggest net entering global routing || 20
|-
| Area Overhead vs Synth || 42.94%
|-
| Buffers from clock root to sink, at most || 2
|-
| Portion of the post-synthesis area used by sequential elements || a little over half
|-
| Hold-fix buffers at CTS || 0
|-
| Pre-CTS WS || between 400 and 500 ps
|-
| Total number of clock tree sinks || 19
|-
| Wire length of the first global-routing pass || 3429 um
|-
| Total routed wirelength || ~2100 um
|-
| Count of library flops with an enable pin || 0
|-
| Global placement routability congestion || slightly above 0.8
|}
state kept, by name, summed over array words and instances (netlist names):
name	count
shiftRegister.Q	8
controller.state	4
mod5.Q	3
controller.Q	4
Yosys cell counts (2+ instances only):
master,count
sky130_fd_sc_hd__inv_1,7
sky130_fd_sc_hd__buf_4,2
sky130_fd_sc_hd__ha_1,2
sky130_fd_sc_hd__xnor2_1,2
sky130_fd_sc_hd__o21ai_0,9
sky130_fd_sc_hd__dfrtp_1,18
sky130_fd_sc_hd__nor2_1,2
sky130_fd_sc_hd__mux2i_1,7
sky130_fd_sc_hd__a21o_1,2
sky130_fd_sc_hd__a21oi_1,3
sky130_fd_sc_hd__nand2_1,11
sky130_fd_sc_hd__o21ai_1,2
sky130_fd_sc_hd__and3b_1,2
sky130_fd_sc_hd__o22ai_1,2
power by group:
| group | switching [mW] | internal, mW |
|---|---|---|
| combinational | 0.0118 | 0.0206 |
| sequential | 0 | 0.427 |
| clock | 0.135 | 0.154 |
| total | 0.147 | 0.601 |
worst reg2reg max path, delay by kind of cell, from the launching register on:
kind / cells / cell delay (ps)
flip-flops: 1 / 480
buffers and inverters: 2 / 320
AND-OR/OR-AND: 2 / 270
logic make-up after synthesis:
kind of cell,Yosys count,synth area share (%)
buffers and inverters,12,8.671
XOR/XNOR,3,2.938
flip-flops,19,53.29
AND-OR/OR-AND,19,11.61
adder cells (fa/ha/maj),2,2.797
other,1,0.4192
AND/OR/NAND/NOR,20,12.45
multiplexers,7,7.832
final timing paths:
path	slack (ps)	end	start
worst min-delay path	440	mod5.Q[2]$_DFFE_PP0P_	reset
min in group clk0	480	controller.state[0]$_DFF_PP1_	controller.state[3]$_DFF_PP0_
max in group asynchronous	1100	controller.state[0]$_DFF_PP1_	reset
worst max-delay path	200	Q[7]	shiftRegister.Q[7]$_DFFE_PP0P_
worst max register to register	610	mod5.Q[1]$_DFFE_PP0P_	controller.state[1]$_DFF_PP0_
worst min register to register	480	controller.state[0]$_DFF_PP1_	controller.state[3]$_DFF_PP0_
through the flow:
stage / cells / power (mW) / cell area, um^2 / utilization, % / hold slack (ps)
5_1_grt: 189 / 0.7866 / 1279 / 20.14 / 464.4
4_1_cts: 189 / 0.7655 / 1279 / 20.14 / 456.3
2_1_floorplan: 83 / 0.4433 / 894.6 / - / 310.4
3_3_place_gp: 185 / 0.4687 / 1232 / 19.41 / 456.2
3_5_place_dp: 185 / 0.4688 / 1232 / 19.41 / 455.8
6_report: 189 / 0.7482 / 1279 / 20.14 / 439.4
area by class of cell:
cell class | count | area share, %
inverters | 7 | 2.055
clock buffers | 3 | 3.229
multi-input cells | 52 | 26.61
flip-flops and latches | 19 | 37.28
well taps | 77 | 7.534
clock inverters | 1 | 0.3914
repair buffers | 30 | 22.90
metal layers:
metal  part of all wire [%]  up-vias  wire length [um]  GRT usage (%)
met5                      0        -                 0              0
met4                      0        0                 0         0.2144
met3                    8.8        0               188          2.148
met2                     44       19               941          6.241
met1                     47      284              1009          5.645
li1                       -      331                 -              -
Power is estimated from default activity; no workload was simulated.
